$ cat flow/design.v
module apb_slave
(
    input logic clk,
    input logic n_rst,
    input logic [7:0] rx_data,
    input logic data_ready,
    input logic overrun_error,
    input logic framing_error,
    input logic psel,
    input logic [2:0] paddr,
    input logic penable,
    input logic pwrite,
    input logic [7:0] pwdata,
    output logic [7:0] prdata,
    output logic pslverr,
    output logic data_read,
    output logic [3:0] data_size,
    output logic [13:0] bit_period
);
    logic [2:0] read_sel;
    logic [2:0] write_sel;
    logic [7:0] bit_period_0;
    logic [7:0] next_bit_period_0;
    logic [7:0] bit_period_1;
    logic [7:0] next_bit_period_1;
    logic [7:0] data_size_reg;
    logic [7:0] next_data_size_reg;
    logic [7:0] next_prdata;
    logic [7:0] error_value;
    logic [7:0]out_rx_data;
    logic next_data_read;
    assign bit_period = {bit_period_1[5:0], bit_period_0};
    assign data_size = data_size_reg[3:0];
    always_comb begin
        error_value = 8'd0;
        if(framing_error)
            error_value = 8'd1;
        else if(overrun_error)
            error_value = 8'd2; 
    end
    always_comb begin
        next_prdata = prdata;
        next_data_read = 0;
        case(read_sel)
            3'd0: next_prdata = {7'd0, data_ready};
            3'd1: next_prdata = error_value;
            3'd2: next_prdata = bit_period_0;
            3'd3: next_prdata = bit_period_1;
            3'd4: next_prdata = data_size_reg;
            3'd6: begin
                next_prdata = out_rx_data;
                next_data_read = 1;
            end 
            3'd7: next_prdata = prdata;
            default: next_prdata = '0;
        endcase
    end
    always_comb begin
        next_bit_period_0 = bit_period_0;
        next_bit_period_1 = bit_period_1;
        next_data_size_reg = data_size_reg;
        case(write_sel)
            3'b001: next_bit_period_0 = pwdata;
            3'b010: next_bit_period_1 = pwdata;
            3'b100: next_data_size_reg = pwdata[3:0];
        endcase
    end
    always_comb begin
        write_sel = '0;
        read_sel = 3'd7;
        pslverr = 0;
        if(psel && !pwrite)
            read_sel = paddr;
        else if(psel && penable && pwrite) begin
            case(paddr)
                3'd2: write_sel = 3'b001;  
                3'd3: write_sel = 3'b010;  
                3'd4: write_sel = 3'b100;  
            endcase
        end
        if(pwrite && !(paddr == 3'd2 || paddr == 3'd3 || paddr == 3'd4))
            pslverr = 1;
        if(!pwrite && !(paddr == 3'd0 || paddr == 3'd1 || paddr == 3'd2 || paddr == 3'd3 || paddr == 3'd4 || paddr == 3'd6))
            pslverr = 1;
    end
    always_ff @ (posedge clk, negedge n_rst) begin
        if(n_rst == 0)
            out_rx_data <= '0;
        else
            out_rx_data <= rx_data;
    end
    always_ff @ (posedge clk, negedge n_rst) begin
        if(n_rst == 0)
            data_read <= '0;
        else
            data_read <= next_data_read;
    end
    always_ff @ (posedge clk, negedge n_rst) begin
        if(n_rst == 0)
            prdata <= '0;
        else
            prdata <= next_prdata;
    end
    always_ff @ (posedge clk, negedge n_rst) begin
        if(n_rst == 0)
            bit_period_0 <= '0;
        else
            bit_period_0 <= next_bit_period_0;
    end
    always_ff @ (posedge clk, negedge n_rst) begin
        if(n_rst == 0)
            bit_period_1 <= '0;
        else
            bit_period_1 <= next_bit_period_1;
    end
    always_ff @ (posedge clk, negedge n_rst) begin
        if(n_rst == 0)
            data_size_reg <= '0;
        else
            data_size_reg <= next_data_size_reg;
    end
endmodule
$ cat flow/run.sh
#!/bin/bash
# OpenROAD 26Q1-2900-gdf79404cd8, Yosys 0.63+post, stock flow scripts
make -C /OpenROAD-flow-scripts/flow DESIGN_CONFIG=/design/flow/config.mk WORK_HOME=/design/flow/orfs finish
$ cat flow/config.mk
export PLATFORM = sky130hd
export DESIGN_NAME = apb_slave
export DESIGN_NICKNAME = apb_slave
export VERILOG_FILES = /design/flow/design.v
export SDC_FILE = /design/flow/constraint.sdc
export NUM_CORES = 4
export LEC_CHECK = 1
export CORE_AREA = 10 10 103 103
export DIE_AREA = 0 0 113 113
$ cat flow/constraint.sdc
current_design apb_slave

set clk_period 1.8
set clk_io_pct 0.2

create_clock -name clk0 -period $clk_period [get_ports {clk}]

set non_clock_inputs [all_inputs -no_clocks]
set_input_delay [expr $clk_period * $clk_io_pct] -clock clk0 $non_clock_inputs
set_output_delay [expr $clk_period * $clk_io_pct] -clock clk0 [all_outputs]
==> README.md <==
| Group | Metric | Reported |
|:---|:---|:---|
| sta | Final critical-path setup slack | 41.19 ps |
| synth | Count of warnings emitted by yosys | 1 |
| floorplan | Rows | 33 |
| routing | Total wire length | 4991 um |
| floorplan | Die Outline Area | 0.01277 mm2 |
| grt | Initial antenna violation count | 0 |
| synth | Area leader, netlist | sky130_fd_sc_hd__dfrtp_1 |
| layout | Area added between synthesis and finish | 54.41% |
| synth | Chip area line of the yosys report | 0.001729 mm2 |
| clock network | H-tree Lvls | 2 |
| placed design | Instance area at placement | 0.002519 mm2 |
| critical path | Endpoint type of the worst setup path | flop |
| pwr | Register share of total power | 0.454 |
| synth | Number of enable-type register cells in the synthesized netlist | 0 |
| placed design | Number of buffer cells added on primary ports | 54 |
| synth | Share of flip-flops with an asynchronous set or reset after synthesis | 1.000 |
| critical path | Depth of the worst register-to-register path | 3 |
| clock network | Cell at the root of the clock tree | sky130_fd_sc_hd__clkbuf_8 |
| routing | Number of routed nets with antenna violations | 0 |
| sta | Unrepaired setup endpoints after global routing | no |
| critical path | Critical Path Source | paddr[2] |
| routing | Pre-Repair DR Iteration Count | 4 |
| critical path | Capturing point of the worst reg2reg path | prdata[1] |
| layout | Share of layout cells above drive strength 1 | 0.3269 |
| grt | Overflow left after global routing | 0 |
| sta | Setup tns final | 0 ps |
| pwr | Switching share of power | 0.2380 |
| pwr | Pwr dens | 862.0 mW/mm2 |
| placed design | Routability cong. | 0.8500 |
| clock network | CTS tree | built |
| synth | Register area share after synthesis | 0.5355 |
| outcome | Outcome | completed |
| synth | Dominant flop cell | sky130_fd_sc_hd__dfrtp_1 |
| pwr | Net switching component of the power | 547.8 uW |
| run | Number of warning messages in the logs | 25 |
| critical path | Critical Setup Path Class | primary input to flop |
| critical path | Critical Path Fanout Max | 6 |
| critical path | Setup slack of the most critical reg-to-reg path | 420 ps |
| routing | Post-route DRC | 0 |
| placed design | Setup slack at placement | -296.9 ps |
| synth | Synth Instances | 129 |
| routing | Number of diodes added for antenna fixing | 0 |
| critical path | Startpoint type of the worst setup path | primary input |
| sta | Worst setup skew after layout | 8.030 ps |
| pwr | Total internal power | 1754 uW |
| grt | Maximum number of pins on one net before global-route repair | 21 |
| clock network | Clock tree sinks | 37 |
| sta | Final number of max-transition violations | 0 |
| synth | Register bit count reported by yosys | 37 |
| min path | Class of the tightest hold or removal check | primary input to async pin |
| floorplan | Top-level port count | 55 |
| pwr | Final Total Pwr | 2302 uW |
| synth | Post-synthesis cell area | 0.001729 mm2 |
| layout | Number of fill cells | 817 |
| sta | Clock period minus final worst setup slack | 1759 ps |
| synth | Synth top cell by count | sky130_fd_sc_hd__dfrtp_1 |
| routing | Routed length per instance | 15.95 um |
| synth | Top cell area share | 0.5355 |
| synth | Cell total in the yosys stat output | 129 |
| floorplan | Core area | 0.008299 mm2 |
| critical path | Data arrival at the endpoint of the critical path | 1930 ps |
| placed design | Half-perimeter wire length after detailed placement | 4030 um |
| layout | Post-Layout Inst Area | 0.002670 mm2 |
| sta | Max-slew headroom | 0.6869 |
| critical path | Crit path capture | bit_period_0[6] |
| clock network | Number of buffers created by CTS | 5 |
| sta | Max frequency | 0.5686 GHz |
| pwr | Clock share of power | 0.314 |
| routing | Detailed-route vias per instance | 4.259 |
| floorplan | Vert. Die Dim | 113 um |
| pwr | Combinational share of power | 0.232 |
| floorplan | Starting utilization of the core area | 0.2084 |
| synth | Number of different library cells in the post-synthesis netlist | 34 |
| pwr | Total leakage power | 0.001154 uW |
| critical path | R2R Path Start | bit_period_0[1] |
| sta | Slew at the pin closest to its max-slew limit | 469.6 ps |
| grt | Vias in the first global route | 1,442 |
| routing | Initial DRC count | 61 |
| clock network | CTS max path bufs | 2 |
| sta | Fin. Hold Viols | 0 |
| clock network | CTS Hold Buffers Added | 0 |
| synth | Largest cells by area after synthesis | sky130_fd_sc_hd__dfrtp_1 (54%), sky130_fd_sc_hd__mux2_2 (15%), sky130_fd_sc_hd__buf_4 (3.0%) |
| synth | Ranking of synthesized cells by instance count | sky130_fd_sc_hd__dfrtp_1 (37), sky130_fd_sc_hd__mux2_2 (23), sky130_fd_sc_hd__buf_4 (7) |
| synth | Average instance area after synthesis | 13.40 um2 |
| grt | First-pass GRT wire length | 7790 um |
| clock network | Clock latency reported for the late side of the worst-skew pair | 290 ps |
| sta | Share of the clock period used by the worst path | 0.9771 |
| clock network | Clock edge transition at the registers on the reported setup and hold paths | 80 ps |
| pwr | Peak supply drop | 0.5224 mV |
| floorplan | Chip width | 113 um |
| run | Max-capacitance violation count | 0 |
| routing | Vias after detailed routing | 1,333 |
| sta | Setup violators final | 0 |
| grt | Total GRT Usage | 0.07594 |
| critical path | Required time at the endpoint of the critical path | 1970 ps |
-- stage by stage --
stage	utilization	std cells	hold slack (ps)
2_1_floorplan	-	129	64.41
3_3_place_gp	0.3035	303	341.4
3_5_place_dp	0.3035	303	340.6
4_1_cts	0.3195	313	17.43
5_1_grt	0.3217	313	28.63
6_report	0.3217	313	9.518
-- worst min path at each step --
stage                             end  slack [ps]
final                 bit_period_0[7]          10
after global routing  bit_period_0[7]          30
after CTS             bit_period_0[7]          20
-- critical path, cell delays in order --
cell and delay (ps):
sky130_fd_sc_hd__clkdlybuf4s50_1 410, sky130_fd_sc_hd__buf_6 130, sky130_fd_sc_hd__buf_4 140, sky130_fd_sc_hd__nand2b_1 180
sky130_fd_sc_hd__nor3_4 200, sky130_fd_sc_hd__buf_4 180, sky130_fd_sc_hd__mux2_2 320
-- what timing repair did --
action                                  4_1_cts  5_1_grt
buffers inserted                              2        0
resized                                       6        5
endpoints found under the setup margin        1        4
-- layout make-up --
class	instances	area [um2]	area share
Sequential cell	37	925.9	0.3468
Timing Repair Buffer	84	777.0	0.2910
Multi-Input combinational cell	78	716.9	0.2685
Tap cell	105	131.4	0.04920
Clock buffer	5	68.82	0.02577
Clock inverter	3	46.29	0.01734
Inverter	1	3.754	0.001406
-- layer usage --
metal  track usage  part of all wire  vias to the layer above
met2        0.1217              0.46                       41
met1       0.09851              0.46                      651
met3       0.02671             0.069                        6
li1              -                 -                      635
met4       0.01184             0.012                        0
met5             0                 0                        -
-- placed cells by master (no fill, tap or decap), types with 2 or more instances in the layout --
cell,instances
sky130_fd_sc_hd__nand3_1,2
sky130_fd_sc_hd__a22o_1,4
sky130_fd_sc_hd__dfrtp_1,37
sky130_fd_sc_hd__o2bb2ai_1,5
sky130_fd_sc_hd__nand2b_1,2
sky130_fd_sc_hd__mux2_2,23
sky130_fd_sc_hd__buf_4,27
sky130_fd_sc_hd__mux2i_1,5
sky130_fd_sc_hd__clkbuf_8,5
sky130_fd_sc_hd__buf_6,2
sky130_fd_sc_hd__a221o_1,4
sky130_fd_sc_hd__nor2_1,2
sky130_fd_sc_hd__clkdlybuf4s50_1,49
sky130_fd_sc_hd__nor2b_2,2
sky130_fd_sc_hd__nor2b_1,3
sky130_fd_sc_hd__nand4_1,2
sky130_fd_sc_hd__and3b_1,2
sky130_fd_sc_hd__dlygate4sd2_1,3
sky130_fd_sc_hd__nand2_1,4
sky130_fd_sc_hd__a32oi_1,2
-- power groups by stage --
| stage | Combinational, uW | Sequential [uW] | Clock (uW) |
|---|---|---|---|
| CTS | 547 | 1050 | 738 |
| finish | 534 | 1050 | 722 |
| global route | 588 | 1070 | 781 |
-- cell families after synthesis --
group | after synthesis | share of synthesized area
mux | 28 | 0.1787
flops | 37 | 0.5355
buf+inv | 14 | 0.06005
simple gates | 29 | 0.1201
compound gates | 21 | 0.1056
Power figures rest on the tool's default switching activity, not on a simulated workload.
