<file path="design.v">
module ahb_lite_slave
(
  input logic clk,
  input logic n_rst,
  input logic [1:0] coefficient_num,
  input logic modwait,
  input logic [15:0] fir_out,
  input logic err,
  input logic hsel,
  input logic [3:0] haddr,
  input logic hsize,
  input logic [1:0] htrans,
  input logic hwrite,
  input logic [15:0] hwdata,
  input logic coeff_clr,  
  output logic [15:0] sample_data,
  output logic data_ready,
  output logic new_coefficient_set,
  output logic [15:0] fir_coefficient,
  output logic [15:0] hrdata,
  output logic hresp
);
  logic [15:0] next_sample_data;
  logic [15:0] f0;
  logic [15:0] next_f0;
  logic [15:0] f1;
  logic [15:0] next_f1;
  logic [15:0] f2;
  logic [15:0] next_f2;
  logic [15:0] f3;
  logic [15:0] next_f3;
  logic [7:0] new_coeff;
  logic [7:0] next_new_coeff;
  assign new_coefficient_set = new_coeff[0];
  logic [15:0] status;
  assign status = {7'b0, err, 7'b0, modwait || new_coefficient_set};
  logic [3:0] wait_addr;
  logic wait_hwrite;
  logic wait_hsel;
  logic [1:0] wait_htrans;
  logic wait_hsize;
  logic next_data_ready;
  always_comb begin
    hresp = 0;
    if(haddr == 4'hf)
      hresp = 1;
    else if(hwrite && (haddr == 4'h0 || haddr == 4'h1 || haddr == 4'h2 || haddr == 4'h3))
      hresp = 1;
  end
  always_comb begin
    next_sample_data = sample_data;
    next_f0 = f0;
    next_f1 = f1;
    next_f2 = f2;
    next_f3 = f3;
    next_new_coeff = new_coeff;
    next_data_ready = data_ready;
    if(wait_hsize == 0 && wait_hwrite && wait_hsel && wait_htrans == 2'd2) begin
      case(wait_addr)
        4'h4: next_sample_data = {sample_data[15:8] ,hwdata[7:0]};
        4'h5: next_sample_data = {hwdata[7:0], sample_data[7:0]};
        4'h6: next_f0 = {f0[15:8], hwdata[7:0]};
        4'h7: next_f0 = {hwdata[7:0], f0[7:0]};
        4'h8: next_f1 = {f1[15:8], hwdata[7:0]};
        4'h9: next_f1 = {hwdata[7:0], f1[7:0]};
        4'ha: next_f2 = {f2[15:8], hwdata[7:0]};
        4'hb: next_f2 = {hwdata[7:0], f2[7:0]};
        4'hc: next_f3 = {f3[15:8], hwdata[7:0]};
        4'hd: next_f3 = {hwdata[7:0], f3[7:0]};
        4'he: next_new_coeff = hwdata[7:0];
      endcase
    end
    else if(wait_hsize == 1 && wait_hwrite && wait_hsel && wait_htrans == 2'd2) begin
      case(wait_addr)
        4'h4: next_sample_data = hwdata;
        4'h5: next_sample_data = hwdata;
        4'h6: next_f0 = hwdata;
        4'h7: next_f0 = hwdata;
        4'h8: next_f1 = hwdata;
        4'h9: next_f1 = hwdata;
        4'ha: next_f2 = hwdata;
        4'hb: next_f2 = hwdata;
        4'hc: next_f3 = hwdata;
        4'hd: next_f3 = hwdata;
        4'he: next_new_coeff = hwdata[7:0];
      endcase
    end
   if(modwait) begin
     next_data_ready = 0;
   end
   else if(wait_hwrite && wait_hsel && wait_htrans == 2'd2 && (wait_addr == 4'h4 || wait_addr == 4'h5)) begin
     next_data_ready = 1;
   end
    if(coeff_clr) begin
      next_new_coeff = '0;
    end
    case(coefficient_num)
      2'd0: fir_coefficient = f0;
      2'd1: fir_coefficient = f1;
      2'd2: fir_coefficient = f2;
      2'd3: fir_coefficient = f3;
      default: fir_coefficient = '0;
    endcase
  end
  always_comb begin
    if(wait_hsize == 0 && !wait_hwrite && wait_hsel && wait_htrans == 2'd2) begin
      case(wait_addr)
        4'h0: hrdata = {8'b0, status[7:0]};
        4'h1: hrdata = {8'b0, status[15:8]};
        4'h2: hrdata = {8'b0, fir_out[7:0]};
        4'h3: hrdata = {8'b0, fir_out[15:8]};
        4'h4: hrdata = {8'b0, sample_data[7:0]};
        4'h5: hrdata = {8'b0, sample_data[15:8]};
        4'h6: hrdata = {8'b0, f0[7:0]};
        4'h7: hrdata = {8'b0, f0[15:8]};
        4'h8: hrdata = {8'b0, f1[7:0]};
        4'h9: hrdata = {8'b0, f1[15:8]};
        4'ha: hrdata = {8'b0, f2[7:0]};
        4'hb: hrdata = {8'b0, f2[15:8]};
        4'hc: hrdata = {8'b0, f3[7:0]};
        4'hd: hrdata = {8'b0, f3[15:8]};
        4'he: hrdata = new_coeff;
        default: hrdata = '0;
      endcase
    end
    else if(wait_hsize == 1 && !wait_hwrite && wait_hsel && wait_htrans == 2'd2) begin
      case(wait_addr)
        4'h0: hrdata = status;
        4'h1: hrdata = status;
        4'h2: hrdata = fir_out;
        4'h3: hrdata = fir_out;
        4'h4: hrdata = sample_data;
        4'h5: hrdata = sample_data;
        4'h6: hrdata = f0;
        4'h7: hrdata = f0;
        4'h8: hrdata = f1;
        4'h9: hrdata = f1;
        4'ha: hrdata = f2;
        4'hb: hrdata = f2;
        4'hc: hrdata = f3;
        4'hd: hrdata = f3;
        4'he: hrdata = {8'b0, new_coeff};
        default: hrdata = '0;
      endcase
    end
    else begin
      hrdata = '0;
    end
  end
  always_ff @ (posedge clk, negedge n_rst) begin
    if(n_rst == 0) begin
      wait_addr <= '0;
    end
    else begin
      wait_addr <= haddr;
    end
  end
  always_ff @ (posedge clk, negedge n_rst) begin
    if(n_rst == 0) begin
      wait_hwrite <= '0;
      wait_hsel <= '0;
      wait_htrans <= '0;
      wait_hsize <= '0;
    end
    else begin
      wait_hwrite <= hwrite;
      wait_hsel <= hsel;
      wait_htrans <= htrans;
      wait_hsize <= hsize;
    end
  end
  always_ff @ (posedge clk, negedge n_rst) begin
    if(n_rst == 0) begin
      sample_data <= '0;
    end
    else begin
      sample_data <= next_sample_data;
    end
  end
  always_ff @ (posedge clk, negedge n_rst) begin
    if(n_rst == 0) begin
      f0 <= '0;
    end
    else begin
      f0 <= next_f0;
    end
  end
  always_ff @ (posedge clk, negedge n_rst) begin
    if(n_rst == 0) begin
      f1 <= '0;
    end
    else begin
      f1 <= next_f1;
    end
  end
  always_ff @ (posedge clk, negedge n_rst) begin
    if(n_rst == 0) begin
      f2 <= '0;
    end
    else begin
      f2 <= next_f2;
    end
  end
  always_ff @ (posedge clk, negedge n_rst) begin
    if(n_rst == 0) begin
      f3 <= '0;
    end
    else begin
      f3 <= next_f3;
    end
  end
  always_ff @ (posedge clk, negedge n_rst) begin
    if(n_rst == 0) begin
      new_coeff <= '0;
    end
    else begin
      new_coeff <= next_new_coeff;
    end
  end
  always_ff @ (posedge clk, negedge n_rst) begin
    if(n_rst == 0) begin
      data_ready <= '0;
    end
    else begin
      data_ready <= next_data_ready;
    end
  end
endmodule
</file>
<file path="constraint.sdc">
current_design ahb_lite_slave

set clk_period 6.1
set clk_io_pct 0.2

create_clock -name clk0 -period $clk_period [get_ports {clk}]

set non_clock_inputs [all_inputs -no_clocks]
set_input_delay [expr $clk_period * $clk_io_pct] -clock clk0 $non_clock_inputs
set_output_delay [expr $clk_period * $clk_io_pct] -clock clk0 [all_outputs]
</file>
<file path="config.mk">
export PLATFORM = sky130hd
export DESIGN_NAME = ahb_lite_slave
export DESIGN_NICKNAME = ahb_lite_slave
export VERILOG_FILES = /design/flow/design.v
export SDC_FILE = /design/flow/constraint.sdc
export NUM_CORES = 4
export LEC_CHECK = 1
export CORE_UTILIZATION = 30
</file>
<file path="run.sh">
#!/bin/bash
# OpenROAD 26Q1-2900-gdf79404cd8, Yosys 0.63+post, stock flow scripts
make -C /OpenROAD-flow-scripts/flow DESIGN_CONFIG=/design/flow/config.mk WORK_HOME=/design/flow/orfs finish
</file>
==> run summary <==
Max FO, Critical Path -> 57
Sum of overflow across all layers after global routing -> 0
Nature of the critical path startpoint -> flip-flop
Worst endpoint data arrival time -> 3400 ps
Max_slew headroom -> 37.6%
Finish-stage setup viols -> 0
Clk sinks -> 98
Rows -> 52
Tally of non-filler cells in the final layout -> 968
Largest voltage drop on the vdd net -> 0.132 mV
Final wirelength -> 22.9 mm
CTS tree -> built
Number of synthesis warnings -> 1
Boundary Pins -> 99
Standard cell with the maximum stage delay on the critical path -> buf_4
Number of max-cap violations -> 0
Root cell of the clock tree -> clkbuf_16
Ys cells -> 626
Tally of unique sky130hd cells used after synthesis -> 64
Buffer count from post-CTS setup fixing -> 0
Half-perimeter wire length of the detailed placement result -> 16.1 mm
Type of the worst min-delay path -> flip-flop to flip-flop
Worst Setup Path Type -> flip-flop to output port
Count of unresolved DRC violations after routing -> 0
Summed negative setup slack over all endpoints -> 0 ps
DIE AREA -> 21,700 µm²
Minimum period implied by the final worst setup slack -> 4620 ps
Average size of a mapped cell -> 10.1 µm²
Highest clock frequency the design can meet -> 217 MHz
Number of buffers inserted for hold repair after clock tree synthesis -> 0
Most numerous logic cells after layout -> clkdlybuf4s50_1, dfrtp_1, a21oi_1, nand2_1, nor2_1
Pin slew with the least headroom to its limit -> 933 ps
Unrepaired setup endpoints after global routing -> no
Worst Hold Path Cells -> 1
GR Util met3 -> 7.04%
Hold violation total from the final report -> 0
Final hold slack -> 504 ps
Final cell utilization of the core -> 37.9%
Log Warnings -> 25
Most common cell after layout, fill and taps aside -> clkdlybuf4s50_1
Number of buffers and inverters on the critical path -> 3
Sequential share of power -> 45.4%
Antenna diode count -> 0
Synthesized chip area reported by yosys -> 6330 µm²
Part of the power in the clock network -> 32.9%
Number of storage elements in the synthesis netlist -> 98
H-Tree Depth -> 3
Skew-Pair Late Insertion Delay -> 360 ps
Final estimated routing congestion in global placement -> 0.937
Placed Cells incl. Taps -> 952
CORE AREA -> 20,500 µm²
Post-synth seq share -> 38.7%
CTS resizes -> 0
Largest stage delay on the critical path -> 590 ps
Number of buffers inserted by port buffering -> 98
Power density over the cells -> 232 nW/µm²
Cells after Synth -> 626
Maximum count of clock buffers along a single path -> 2
Switch Pwr -> 0.538 mW
Pin count of the biggest net entering global routing -> 58
Fin. max-slew vios -> 0
Fraction of the cycle the final worst path needs -> 75.7%
Vias/cell -> 5.89
EDFF count, synth -> 0
Height of the die -> 147 µm
Primary flip-flop cell chosen by synthesis mapping -> dfrtp_1
Average wire length per cell after detail routing -> 23.6 µm
Met2 track demand over resource in global routing -> 33.4%
Total track usage -> 21.9%
Leakage power summed over all cells -> 3.07 nW
Asr flop ratio synth -> 100%
Remaining antenna violation count after routing -> 0
Run status -> finished, final reports clean
Dominant delay contributor by cell family on the critical path -> buffers and inverters
First-pass GRT wire length -> 34.7 mm
Number of antenna violations at the first check in global routing -> 0
Chip Width -> 147 µm
Initial drt markers -> 468
First-pass DRT Iterations -> 6
Share of final-layout standard cells stronger than drive strength 1 -> 17.0%
Global routing met1 resource utilization -> 31.1%
Switch share -> 29.9%
Worst R2R Path Depth -> 5
Core utilization before placement -> 30.9%
Layer with the highest usage -> met2
Part of the power in combinational logic -> 21.8%
Vias in the first global route -> 5,683
Detailed-route via count -> 5,703
Capturing element type of the critical path -> output port
Post-synthesis instance area -> 6330 µm²
Layout overhead on the synthesized area -> 22.5%
Internal power -> 1.26 mW
Final setup skew -> 9.37 ps
Cell Chain, Critical Path -> buf_4 -> inv_1 -> nand2_1 -> o32ai_1 -> a2111oi_0 -> o22ai_1 -> clkdlybuf4s50_1
Post-CTS clock slew at the launch and capture registers of the worst setup and hold paths -> 70 ps
Data required, critical path -> 4880 ps
Number of cells on the critical path -> 7
Clock buffer count from CTS -> 9
[area by class of cell]
class                      instances  area (µm²)
sequential                        98        2460
clock buffer                       9         225
tap                              270         338
clock inverter                     7        82.6
fill                            2013       12700
multi-input combinational        471        3580
inverter                           4        15.0
timing repair buffer             109        1060
[synthesized netlist by cell type (3+ instances only)]
cell type | count | area, µm²
buf_2 | 23 | 115
nand3_1 | 6 | 30.0
a22oi_1 | 20 | 150
dfrtp_1 | 98 | 2450
buf_4 | 5 | 37.5
and2_1 | 9 | 56.3
a22o_1 | 19 | 166
nand2_1 | 42 | 158
nor2_1 | 41 | 154
nor3_4 | 7 | 114
mux4_2 | 17 | 383
o211ai_1 | 4 | 30.0
mux2_4 | 8 | 120
nor2_2 | 3 | 18.8
a21oi_1 | 66 | 330
mux2i_1 | 15 | 150
a31oi_1 | 5 | 31.3
buf_6 | 5 | 56.3
o2bb2ai_1 | 4 | 35.0
nor3_1 | 3 | 15.0
clkbuf_1 | 19 | 71.3
o21ai_0 | 25 | 125
a221oi_1 | 23 | 201
and3_1 | 7 | 43.8
nor2b_1 | 23 | 144
o22ai_1 | 13 | 81.3
inv_1 | 3 | 11.3
a211oi_1 | 4 | 30.0
o21ai_1 | 11 | 55.1
a222oi_1 | 3 | 30.0
a221o_1 | 10 | 100
mux2_2 | 38 | 428
nand2b_1 | 5 | 31.3
[worst reg2reg max path, stage by stage (launching register included)]
cell     delay (ps)
dfrtp_2         360
buf_4           550
nor2b_4         640
nand2_1         330
nor2_2          630
mux2_2          410
[sequential cells by signal, summed over array words and instances, names as in the netlist]
register     cells
f0              16
wait_hsize       1
f1              16
data_ready       1
f2              16
f3              16
new_coeff        8
wait_htrans      2
wait_hwrite      1
sample_data     16
wait_hsel        1
wait_addr        4
[path summary, 6_finish.rpt]
kind | startpoint | slack (ps) | end
worst max-delay path | wait_addr[2] | 1480 | hrdata[6]
worst min register to register | new_coeff[6] | 500 | new_coeff[6]
min in group asynchronous | n_rst | 850 | f2[0]
worst max register to register | wait_addr[1] | 3060 | f0[4]
max in group asynchronous | n_rst | 4100 | sample_data[14]
worst min-delay path | new_coeff[6] | 500 | new_coeff[6]
[routing by layer]
metal / vias up / part of all wire, % / wire length (µm)
met5: - / 0 / 0
met4: 0 / 3.0 / 692
met3: 52 / 9.9 / 2270
met2: 316 / 45 / 10300
met1: 2792 / 42 / 9680
li1: 2543 / - / -
[logic make-up (layout without fill, tap and decap cells)]
group                  after synthesis  in the layout  share of synthesized area, %
AND-OR/OR-AND                      226            226                          24.3
AND/OR/NAND/NOR                    166            166                          15.0
flip-flops                          98             98                          38.7
multiplexers                        79             79                          17.2
buffers and inverters               57            129                          4.72
[power by group through the flow]
| stage | clock (mW) | combinational, mW | sequential (mW) |
|---|---|---|---|
| after CTS | 0.604 | 0.392 | 0.816 |
| after global routing | 0.625 | 0.427 | 0.826 |
| final | 0.592 | 0.392 | 0.817 |
[per-stage QoR]
stage / setup slack (ps) / total power, mW / area (µm²)
detailed placement: 1810 / 1.22 / 7450
finish: 1480 / 1.80 / 7760
global placement: 1820 / 1.22 / 7450
CTS: 1480 / 1.81 / 7760
floorplan: 2640 / 1.02 / 6330
global route: 1210 / 1.88 / 7760
Power and IR drop assume default switching activity.
